$ cat config.mk
export PLATFORM = sky130hd
export DESIGN_NAME = PC
export DESIGN_NICKNAME = PC
export VERILOG_FILES = /design/flow/design.v
export SDC_FILE = /design/flow/constraint.sdc
export NUM_CORES = 4
export LEC_CHECK = 1
export CORE_AREA = 10 10 80 80
export DIE_AREA = 0 0 90 90
$ cat constraint.sdc
current_design PC

set clk_period 1.0
set clk_io_pct 0.2

create_clock -name clk0 -period $clk_period [get_ports {clk}]

set non_clock_inputs [all_inputs -no_clocks]
set_input_delay [expr $clk_period * $clk_io_pct] -clock clk0 $non_clock_inputs
set_output_delay [expr $clk_period * $clk_io_pct] -clock clk0 [all_outputs]
$ cat design.v
module PC (
    input  logic        clk,
    input  logic [31:0] NextPC,
    output logic [31:0] Address = 0
);
  always @(posedge clk) begin
    Address <= NextPC;
  end
endmodule
$ cat run.sh
#!/bin/bash
# OpenROAD 26Q1-2900-gdf79404cd8, Yosys 0.63+post, stock flow scripts
make -C /OpenROAD-flow-scripts/flow DESIGN_CONFIG=/design/flow/config.mk WORK_HOME=/design/flow/orfs finish
==> flow_summary.json <==
{
  "outcome": "completed",
  "cts_tree": "built",
  "drc": 0,
  "drv_cap": 0,
  "die-area_um2": 8100,
  "path_cells": "clkdlybuf4s15_1",
  "synth_seq_share": 1.00,
  "layout-drive-gt1-share": 0.308,
  "synth.cell_area_um2": 641,
  "yosysTopAreaCellShare": 1.00,
  "synth_chip_area_um2": 641,
  "worstSetupPathType": "flip-flop to primary output",
  "setup_viol": 0,
  "antenna_found_initial": 0,
  "core_util_floorplan": 0.136,
  "synth.most_common_cell": "dfxtp_1",
  "pin_count": 65,
  "yosys-top-cells-count": "dfxtp_1 (32)",
  "critPathMaxFanout": 1,
  "cts_hold_buf": 0,
  "grt_overflow_total": 0,
  "regMostFlops": "Address",
  "ys.flop_type": "dfxtp_1",
  "cts_made_buffers": 5,
  "clockBufferDepth": 2,
  "io_buffers": 64,
  "power_density_nw_per_um2": 1800,
  "nMultiInputCombCells": 0,
  "crit_buf_inv": 1,
  "synth_cells": 32,
  "rsz0062_at_grt": "false",
  "root_buffer": "clkbuf_8",
  "relSlewSlack": 0.957,
  "fmax_ghz": 1.04,
  "dp_hpwl_um": 1740,
  "drv_slew": 0,
  "cpMaxStageDelayCell": "dfxtp_1",
  "std_cell_rows": 25,
  "synthToLayoutAreaGrowth_pct": 120,
  "reg_top3": "Address x32",
  "yosys-top-cells-area": "dfxtp_1 (100%)",
  "async_reset_ff_frac": 0,
  "hold_path.class": "primary input to flip-flop",
  "grt_pass1_vias": 539,
  "ys_ff": 32,
  "edf_count": 0,
  "worst_path_largest_cell_delay_ns": 0.31,
  "placeableCoreArea_um2": 4720,
  "die_w_um": 90,
  "wl_um": 2030,
  "dr_total_vias": 489,
  "initialDrtViolationCount": 15,
  "synth_area_leader_cell": "dfxtp_1",
  "finish.instance_area_um2": 1410,
  "cp.arrival_ns": 0.76,
  "wl_per_cell_um": 11.8,
  "timing.setup.tns_ns": 0,
  "fin_crit_ns": 0.958,
  "synth_cell_types": 1,
  "final-comb-area_um2": 0,
  "cts.clk_slew.worst_paths_ns": 0.06,
  "clock_sinks": 32,
  "gp_congestion": 0.652,
  "synth_area_per_cell_um2": 20.0,
  "avgViaCountPerCell": 2.84,
  "place_area_um2": 1370,
  "fp.dieH_um": 90,
  "n_fill_cell": 473,
  "period_used_share": 0.958,
  "ant_nets": 0,
  "ir_drop_v": 0.000811,
  "p_leak_nw": 0.587,
  "grt_first_pass_wirelength_um": 3060,
  "start_kind": "flip-flop",
  "worst_pin_slew_ns": 0.0650,
  "grt_max_degree": 11,
  "cp_data_required_time_ns": 0.80,
  "yosys_cells": 32,
  "ys_warn_count": 1,
  "finalHoldViolCount": 0,
  "final_util": 0.298,
  "warning_count": 25,
  "h-tree-depth": 2,
  "largest_reg_flops": 32,
  "dr.pass1.iters": 2,
  "grt_usage": 0.0484,
  "crit_path_end_kind": "primary output",
  "flop_area_um2": 654,
  "critical_path.top_delay_family": "flip-flops"
}
cells by family (layout without fill, tap and decap cells):
logic type / count (synthesis) / count (layout) / synth area share
other: 0 / 1 / 0
DFF: 32 / 32 / 1.00
buffers and inverters: 0 / 72 / 0
path summary, 6_finish.rpt:
| path | start | slack, ns | depth (start not counted) | end |
|---|---|---|---|---|
| max | Address[9]$_DFF_P_ | 0.04 | 1 | Address[9] |
| min | NextPC[2] | 0.35 | 1 | Address[2]$_DFF_P_ |
metrics by stage:
step | setup WS [ns] | std cells | hold WS (ns) | power (W)
final | 0.0417 | 172 | 0.354 | 0.00254
after global routing | 0.000514 | 171 | 0.338 | 0.00266
after CTS | 0.00980 | 171 | 0.339 | 0.00261
after detailed placement | 0.0324 | 163 | 0.652 | 0.00163
after global placement | 0.0304 | 163 | 0.651 | 0.00163
after floorplan | 0.538 | 32 | 0.228 | 0.00137
layer usage:
metal | track usage | share of wire
met5 | 0 | 0
met4 | 0.00928 | 0.0064
met3 | 0.0696 | 0.28
met2 | 0.0611 | 0.35
met1 | 0.0435 | 0.37
cell type report:
class | count | share of cell area
clock inverters | 2 | 0.00710
diodes | 1 | 0.00178
well taps | 67 | 0.0595
repair buffers | 64 | 0.409
flip-flops and latches | 32 | 0.464
clock buffers | 6 | 0.0586
report_power, final:
part           switching (W)  leakage (nW)  internal, W
logic              0.0000257         0.266     0.000169
registers          0.0000157         0.270      0.00135
clock network       0.000433        0.0510     0.000548
cells in the final DEF (no fill, tap or decap), drive strengths merged:
cell and count:
clkinv 2, diode 1, clkdlybuf4s50 32, clkbuf 19, clkdlybuf4s15 19, dfxtp 32
what timing repair did:
item                                    4_1_cts  5_1_grt
endpoints found under the setup margin       32       17
pin swaps                                     0        0
buffers inserted                              0        0
resized                                      66       22
Power figures rest on the tool's default switching activity, not on a simulated workload.
